==> flow/design.v <==
`timescale 1ns/1ps
module signal_generator(
    input   wire            clk,
    input   wire            reset,
    input   wire [15:0]     tph,
    input   wire [15:0]     tpl,
    output  reg             signal_out,
    output  reg             signal_cycle
);
reg [11:0]                  tph_cycles;
reg [11:0]                  tpl_cycles;
reg [11:0]                  high_cycles;
reg [11:0]                  counter;
always @(posedge clk) begin
    if (reset) begin
        signal_out<=1;
        counter<=0;
        tph_cycles<=convert_to_cycles(tph);
        tpl_cycles<=convert_to_cycles(tpl);
        high_cycles<=10;
    end else begin
            if (counter < tph_cycles) begin
                if (counter < high_cycles) signal_cycle = 1; else signal_cycle = 0;
                signal_out <= 1;
                counter <= counter + 1;
            end else if (counter < tph_cycles + tpl_cycles-1) begin
                signal_out <= 0;
                counter <= counter + 1;
            end else begin
                counter <= 0;
                tph_cycles <= convert_to_cycles(tph);
                tpl_cycles <= convert_to_cycles(tpl);
            end
    end
end
function [11:0] convert_to_cycles(input [15:0] time_in_microseconds_format);
    reg [6:0]   first_digit;
    reg [7:0]   second_digit;
    reg [11:0]  time_in_microseconds;
    begin
        first_digit = time_in_microseconds_format[14:8];
        second_digit = time_in_microseconds_format[7:0];
        time_in_microseconds = first_digit * 10 + second_digit;
        convert_to_cycles = time_in_microseconds * 10;
    end
endfunction
endmodule
==> flow/run.sh <==
#!/bin/bash
# OpenROAD 26Q1-2900-gdf79404cd8, Yosys 0.63+post, stock flow scripts
make -C /OpenROAD-flow-scripts/flow DESIGN_CONFIG=/design/flow/config.mk WORK_HOME=/design/flow/orfs finish
==> flow/config.mk <==
export PLATFORM = sky130hd
export DESIGN_NAME = signal_generator
export DESIGN_NICKNAME = signal_generator
export VERILOG_FILES = /design/flow/design.v
export SDC_FILE = /design/flow/constraint.sdc
export NUM_CORES = 4
export LEC_CHECK = 1
export CORE_UTILIZATION = 50
==> flow/constraint.sdc <==
current_design signal_generator

set clk_period 7.9
set clk_io_pct 0.2

create_clock -name clk0 -period $clk_period [get_ports {clk}]

set non_clock_inputs [all_inputs -no_clocks]
set_input_delay [expr $clk_period * $clk_io_pct] -clock clk0 $non_clock_inputs
set_output_delay [expr $clk_period * $clk_io_pct] -clock clk0 [all_outputs]
==> results_slide.txt <==
Synthesis and Place & Route Summary

Run status
  – Outcome: completed

CTS
  – Post-CTS sizing: 0
  – CTS Root Cell: clkbuf_8
  – Clock transition at path regs: ~70 ps
  – CTS H-Tree Depth: 2
  – Clk sink count: 36
  – CTS Buf Count: 5
  – CTS tree: yes
  – Clk buf depth: 2
  – Post-CTS Setup Bufs: 0
  – CTS hold repair buffers: 0
  – Worst skew pair latency: roughly 290 ps

Flow run
  – Maxcap violations: 0
  – OpenROAD warning count: 28

Logic synthesis
  – Post-synth area hogs: ha_1, edfxtp_1, dfxtp_1
  – YS warnings: 1
  – Area leader share: 30.1%
  – Primary FF master, synth: edfxtp_1
  – Distinct lib cells used: 53
  – Yosys Instances: approximately 460
  – Synth async-reset ratio: 0%
  – Register share after synthesis: between 20% and 30%
  – Leading area contributor after synthesis: ha_1
  – Number of synthesized register bits: 36
  – Yosys chip area: 0.00441 sq mm
  – Cell Area, Synth: 0.00441 sq mm
  – Cells after Synth: roughly 460
  – Post-synth EDFFs: 23
  – Syn avg cell area: ~9.5 sq um

Critical path
  – CP required: about 8000 ps
  – Critical path data arrival time: roughly 6000 ps
  – Setup CP Type: in -> reg
  – Maximum fanout along the worst path: 3
  – Crit end category: flop
  – Startpoint types: primary input
  – FF-to-FF setup slack: between 3000 and 4000 ps

Floorplan
  – Starting density of the core: ~53%
  – Core ar.: about 0.0084 sq mm
  – Die area: between 0.009 and 0.01 sq mm
  – I/O Pins: 36
  – Die width: around 96 um
  – Die y size: approximately 96 um
  – # rows: 33

Pwr
  – Pwr per Cell Area: ~350 mW/mm^2
  – Clock power share: ~7%
  – Internal: roughly 970 uW
  – Max IR drop VDD: 0.000165 V
  – Comb power frac: around 75%
  – Sw Share: between 40 and 50%
  – PnR Total Power: 1.74 mW
  – Sequential share of power: between 10% and 20%
  – Leakage power: ~2.4 nW
  – Psw: 769 uW

Final layout
  – Synth-to-Final Area Change: 12.2%
  – Commonest Layout Cell: ha_1
  – Most frequent cells in the layout: ha_1, inv_1, clkdlybuf4s50_1
  – Layout Cells excl Fill: just over 600
  – Layout cells sized above 1: 3.79%

Drt
  – Routed wire length: just under 8 mm
  – Iter 0 DRT Violations: roughly 84
  – First-pass iteration count of the detailed router: 4
  – Routed vias: 3229
  – Post-DR wirelength/cell: roughly 13 um
  – Avg Vias per Cell: ~5.3
  – Post-route DRC violation count: 0
  – Antenna cell count: 0
  – Antenna viol nets, final: 0

STA
  – Max Freq: 0.169 GHz
  – Fin. Hold Viols: 0
  – Final Max Tran Viols: 0
  – Setup WS post-layout: roughly 2000 ps
  – Hold_ws: 481 ps
  – Tmin final: slightly below 6000 ps
  – Relative slew margins: a little over three fifths
  – Clk_skew: roughly 10 ps
  – Setup total negative slack: 0 ps
  – Fin crit share: around three quarters
  – RSZ-0062 raised after global routing: no
  – Worst-Margin Slew: roughly 560 ps
  – Final setup vio count: 0

Placed design
  – PortBufs: 33
  – Post-Place Cells: 598
  – Final Wtd Congestion: ~0.8
  – Placed wire-length estimate: approximately 6.4 mm
  – Dpl ws: 1690 ps

Global routing
  – Number of global-route vias before repair: between 3000 and 4000
  – Global-route wire length before repair: ~13 mm
  – Largest net degree at the start of global routing: 23
  – Initial antenna violation count: 0
  – Global-route usage over all layers: a little under a fifth
  – Gr ovfl total: 0

Min path
  – Hold Path Class: reg -> reg
==> per-stage QoR <==
step                util (%)  area, sq um
finish                  59.0         4950
global route            59.0         4950
CTS                     59.0         4950
detailed placement      58.0         4860
global placement        58.0         4860
floorplan                  -         4410
==> routing by layer <==
layer | part of all wire [%] | wire (um) | global-route usage (%) | up-vias
met5 | 0 | 0 | 0 | -
met2 | 46 | 3540 | 32.8 | 42
met3 | 2.5 | 192 | 1.93 | 6
li1 | - | - | - | 1764
met1 | 50 | 3880 | 27.8 | 1417
met4 | 1.1 | 82 | 1.49 | 0
==> final cells by class <==
class	instances	area [sq um]
clock buffer	6	72.6
clock inverter	2	11.3
fill	719	3430
inverter	63	236
multi-input combinational	358	3190
sequential	36	951
tap	105	131
timing repair buffer	36	353
==> kinds of logic (layout without fill, tap and decap cells) <==
| family | Yosys count | count (layout) | share of synthesized area, % |
|---|---|---|---|
| compound gates | 123 | 123 | 19.6 |
| fa+ha+maj | 113 | 113 | 33.3 |
| buf+inv | 70 | 107 | 6.02 |
| simple gates | 68 | 68 | 8.03 |
| xor+xnor | 50 | 50 | 10.6 |
| flops | 36 | 36 | 21.6 |
| mux | 4 | 4 | 0.937 |
==> cell usage after synthesis (5+ instances only) <==
master	n
inv_1	63
edfxtp_1	23
nand2b_1	5
fa_1	7
o21ai_0	17
dfxtp_1	13
o21bai_1	10
nand2_1	11
clkbuf_1	5
a21o_1	17
ha_1	106
a21oi_1	32
xnor2_1	27
xor2_1	21
o21a_1	7
a211oi_1	6
nand3_1	6
nor2_1	16
a311oi_1	13
==> worst max-delay path, cell delays in order <==
cell and delay, ps:
clkdlybuf4s50_1 480, ha_1 330, ha_1 240, fa_1 410
xor2_1 180, ha_1 320, or2_2 320, a21o_1 190
o41ai_2 70, mux2_2 400, nor4_1 320, o21ai_1 160
nor2b_1 160, ha_1 330, nand2_1 60, o21ai_0 160
xor3_1 250
==> path summary, 6_finish.rpt <==
| check | startpoint | endpoint | depth (start not counted) |
|---|---|---|---|
| worst max-delay path | tpl[9] | tpl_cycles[11] | 17 |
| worst min-delay path | counter[0] | counter[0] | 1 |
| worst min register to register | counter[0] | counter[0] | 1 |
| worst max register to register | tph_cycles[2] | tpl_cycles[4] | 20 |
==> state kept, by name, indices dropped and copies added (netlist names) <==
name and count:
signal_out 1, tpl_cycles 11, tph_cycles 11, counter 12, signal_cycle 1
==> power by group through the flow <==
stage / clock (mW) / combinational (mW) / sequential (mW)
4_1_cts: 0.130 / 1.33 / 0.304
6_report: 0.126 / 1.31 / 0.304
5_1_grt: 0.141 / 1.52 / 0.310
Power is estimated from default activity; no workload was simulated.
